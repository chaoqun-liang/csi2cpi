## design.v

```verilog
localparam WADDR_DEPTH = 512;
localparam WDATA_WIDTH = 16;
localparam RADDR_DEPTH = 512;
localparam RDATA_WIDTH = 16;
localparam FIFO_CONTROLLER = "HARD_IP";
localparam FORCE_FAST_CONTROLLER = 0;
localparam IMPLEMENTATION = "EBR";
localparam WADDR_WIDTH = 9;
localparam RADDR_WIDTH = 9;
localparam REGMODE = "reg";
localparam RESETMODE = "async";
localparam ENABLE_ALMOST_FULL_FLAG = "TRUE";
localparam ALMOST_FULL_ASSERTION = "static-single";
localparam ALMOST_FULL_ASSERT_LVL = 511;
localparam ALMOST_FULL_DEASSERT_LVL = 510;
localparam ENABLE_ALMOST_EMPTY_FLAG = "TRUE";
localparam ALMOST_EMPTY_ASSERTION = "static-single";
localparam ALMOST_EMPTY_ASSERT_LVL = 1;
localparam ALMOST_EMPTY_DEASSERT_LVL = 2;
localparam ENABLE_DATA_COUNT_WR = "FALSE";
localparam ENABLE_DATA_COUNT_RD = "FALSE";
localparam FAMILY = "LIFCL";
module axi4s_slave_if #(parameter DATA_WIDTH = 48)
	(
		input  logic         axi4s_sclk_i,
		input  logic         axi4s_rstn_i,
		input  logic         axi4s_svalid_i,
		output logic         axi4s_sready_o,
		input  logic [DATA_WIDTH-1:0]  axi4s_sdata_i,
		output logic [DATA_WIDTH-1:0]  axi4s_sdata_o
	);
	typedef enum logic { IDLE, START } state;  
	state state_s, next_state_s;
	logic  axi4s_handshake;  
	logic  axi4s_sready;
	assign axi4s_handshake = axi4s_svalid_i & axi4s_sready_o;
	assign axi4s_sready = (state_s == START) ? 1'b1 : 1'b0;  
	assign axi4s_sready_o = axi4s_sready;
	always_ff @(posedge axi4s_sclk_i) begin : sample_data 
		if(~axi4s_rstn_i) begin
			axi4s_sdata_o <= 'h0;
		end else begin
			if(axi4s_handshake) begin
				axi4s_sdata_o <= axi4s_sdata_i;
				end
			end
	end
	always_comb begin : state_logic
		  next_state_s = IDLE;
		  case(state_s)
			IDLE:  next_state_s = START;
			START: next_state_s = START;
		  endcase
	end
	always_ff @(posedge axi4s_sclk_i) begin : set_machine_state
		if (~axi4s_rstn_i) begin
			state_s <= IDLE;
		end else begin
			state_s <= next_state_s;
		end
	end
endmodule
```

## run.sh

```bash
#!/bin/bash
# OpenROAD 26Q1-2900-gdf79404cd8, Yosys 0.63+post, stock flow scripts
make -C /OpenROAD-flow-scripts/flow DESIGN_CONFIG=/design/flow/config.mk WORK_HOME=/design/flow/orfs finish
```

## config.mk

```make
export PLATFORM = sky130hd
export DESIGN_NAME = axi4s_slave_if
export DESIGN_NICKNAME = axi4s_slave_if
export VERILOG_FILES = /design/flow/design.v
export SDC_FILE = /design/flow/constraint.sdc
export NUM_CORES = 4
export LEC_CHECK = 1
export CORE_UTILIZATION = 30
```

## constraint.sdc

```tcl
current_design axi4s_slave_if

set clk_period 3.9
set clk_io_pct 0.2

create_clock -name clk0 -period $clk_period [get_ports {axi4s_sclk_i}]

set non_clock_inputs [all_inputs -no_clocks]
set_input_delay [expr $clk_period * $clk_io_pct] -clock clk0 $non_clock_inputs
set_output_delay [expr $clk_period * $clk_io_pct] -clock clk0 [all_outputs]
```

==> out/qor.yml <==
run_status:
  status: "completed"
synthesis:
  mux_area_share_pct: 0
  netlist_area_um2: 1950
  yosys-stat-cells: 220
  synth-warning-count: 1
  synth.comb.largest_family: "simple AND/OR/NAND/NOR gates"
  yosys.stat.seqShare_pct: 50.4
  ys_seq_elements: 49
  mean_syn_cell_area_um2: 8.86
  compound_area_share_pct: 16.2
  synth_chip_area_um2: 1950
  synthAdderAreaFrac_pct: 0
  synth.cellmix.xorXnorShare_pct: 0
  synth_cells: 220
  synth_cell_types: 11
  simple_gate_share_pct: 25.1
clock_network:
  cts.clk_slew.worst_paths_ps: 80
  postCtsSetupRepairBufs: 0
  cts_inserted_buffers: 5
  cts_hold_buf: 0
  clkLatencyLatePin_ps: 290
  h-tree-depth: 2
  cts_resized: 0
  total_clock_sinks: 49
  cts-root-to-sink-buffers: 2
  clockRootBuffer: "clkbuf_8"
  tritoncts_clock_tree: "built"
routing:
  detailedRoute.firstIterationViolations: 68
  route.final.wire_length_um: 4930
  num_vias: 1838
  drt_pre_antenna_iters: 5
  detail_route.wl_per_cell_um: 13.0
  insertedDiodeCount: 0
  final_antenna_net_count: 0
  detail_route.vias_per_cell: 4.85
  drt_drc: 0
die:
  initial_core_util_pct: 32.0
  core_area_um2: 6100
  die_area_um2: 6820
  die-height_um: 82.6
  floorplan.io_pins: 100
  std_cell_rows: 28
  floorplan.die.width_um: 82.6
timing:
  timing_max_transition_violations_final: 0
  slew_headroom_pct: 40.4
  timing.clock.skew_ps: 4.49
  slew_at_the_pin_closest_to_its_max_slew_limit_ps: 894
  timing.final.setup_violations: 0
  grt_setup_unrepaired: "false"
  timing_hold_violations_final: 0
  maxClockFrequency_ghz: 0.511
  totalNegativeSetupSlack_ps: 0
  final_period_utilization_pct: 50.2
  final.min_clock_period_ps: 1960
critical_path:
  critPathKind: "in -> reg"
  worstPathCellList: "buf_2 > buf_4 > and2_4 > o21ai_1"
  startpoint_type: "input port"
  crit_path_max_fanout: 49
  cpPeakStageDelay_ps: 660
  timing.critical_path.arrival_ps: 2110
  reg2regPathDepth: 3
  crit_required_ps: 4060
  cell_with_the_largest_stage_delay_on_the_worst_path: "and2_4"
  critPathCaptureType: "register"
min_path:
  min_path_type: "reg -> reg"
  worstHoldPathCells: 2
placement:
  dpl.hpwl_um: 2970
  gp_routability_congestion: 0.713
  detailed_place.area_um2: 2880
  numPortBuffers: 99
  place_inst: 371
pwr:
  finalPower_mw: 0.979
  powerDensity_nw_per_um2: 330
  peakVddDrop_mv: 0.227
  power_leakage_nw: 1.02
final_layout:
  layout.cells.non_filler: 379
  filler_cell_count: 585
  fraction_of_final_layout_cells_sized_beyond_drive_strength_1_pct: 10.5
  finish.utilization_pct: 48.6
  layout.cell_area.non_filler_um2: 2960
  area_growth_syn_to_layout_pct: 52.2
global_route:
  grt_overflow_total: 0
  first_global_vias: 1583
  grt_start_max_net_pins: 98
  initial_antenna_violation_count: 0
  grt.total_usage_pct: 14.0
  grt_pass1_wl_um: 7380
flow_run:
  max-cap-violations: 0
  openroad_warning_count: 25
-- path summary, 6_finish.rpt --
check	start	end	slack, ps
worst min register to register	axi4s_sdata_o[5]$_SDFFE_PN0P_	axi4s_sdata_o[5]$_SDFFE_PN0P_	450
worst max-delay path	axi4s_svalid_i	axi4s_sdata_o[47]$_SDFFE_PN0P_	1940
worst min-delay path	axi4s_sdata_o[5]$_SDFFE_PN0P_	axi4s_sdata_o[5]$_SDFFE_PN0P_	450
worst max register to register	state_s$_DFF_P_	axi4s_sdata_o[47]$_SDFFE_PN0P_	2140
-- area by class of cell --
| class | instances | area [um2] | share of cell area, % |
|---|---|---|---|
| clock buffers | 8 | 80.1 | 2.70 |
| multi-input cells | 145 | 805 | 27.1 |
| flip-flops and latches | 49 | 982 | 33.1 |
| well taps | 75 | 93.8 | 3.17 |
| repair buffers | 102 | 1000 | 33.9 |
-- cells in the mapped netlist --
library cell	n	share of area, %
buf_6	4	2.3
clkbuf_1	1	0.19
o21ai_2	20	9.0
nand2_1	48	9.2
and2_4	1	0.45
nand4_1	48	15
o21ai_1	28	7.2
buf_2	13	3.3
dfxtp_1	49	50
buf_4	5	1.9
buf_1	3	0.58
-- routing by layer --
metal  global-route usage (%)  wire length, um  vias to the layer above
li1                         -                -                      952
met1                     20.2             2320                      821
met2                     23.0             2260                       61
met3                     2.34              307                        4
met4                     1.72               45                        0
met5                        0                0                        -
-- cells in the final DEF (no fill, tap or decap) --
| cell type | count |
|---|---|
| dfxtp_1 | 48 |
| and2_4 | 1 |
| nand4_1 | 48 |
| nand2_1 | 48 |
| o21ai_1 | 28 |
| buf_2 | 2 |
| clkbuf_1 | 3 |
| clkdlybuf4s50_1 | 97 |
| buf_4 | 3 |
| dfxtp_2 | 1 |
| clkbuf_8 | 5 |
| o21ai_2 | 20 |
-- power breakdown --
part           switching [mW]  internal, mW
logic                  0.0615        0.0973
registers              0.0125         0.525
clock network           0.155         0.128
total                   0.229         0.750
-- critical path: cells and delay by family --
family                 cells  cell delay [ps]
AND-OR/OR-AND              1              150
AND/OR/NAND/NOR            1              660
buffers and inverters      2              480
-- per-stage QoR --
stage          worst slack (ps)  hold slack (ps)
2_1_floorplan              2450              414
6_report                   1940              452
3_5_place_dp               1610              443
3_3_place_gp               1620              437
4_1_cts                    1930              455
5_1_grt                    1860              470
-- state kept, by name, indices dropped and copies added (netlist names) --
register       flops
axi4s_sdata_o     48
state_s            1
-- kinds of logic (layout without fill, tap and decap cells) --
group,count (synthesis),count (layout)
AND-OR/OR-AND,48,48
buffers and inverters,26,110
flip-flops,49,49
AND/OR/NAND/NOR,97,97
No activity file was given, so power comes from the tool's default toggle rates.
